**/design/flow/run.sh**
```bash
#!/bin/bash
# OpenROAD 26Q1-2900-gdf79404cd8, Yosys 0.63+post, stock flow scripts
make -C /OpenROAD-flow-scripts/flow DESIGN_CONFIG=/design/flow/config.mk WORK_HOME=/design/flow/orfs finish
```
**/design/flow/constraint.sdc**
```tcl
current_design UART_Loopback_Top

set clk_period 2.0
set clk_io_pct 0.2

create_clock -name clk0 -period $clk_period [get_ports {i_Clk}]

set non_clock_inputs [all_inputs -no_clocks]
set_input_delay [expr $clk_period * $clk_io_pct] -clock clk0 $non_clock_inputs
set_output_delay [expr $clk_period * $clk_io_pct] -clock clk0 [all_outputs]
```
**/design/flow/config.mk**
```make
export PLATFORM = sky130hd
export DESIGN_NAME = UART_Loopback_Top
export DESIGN_NICKNAME = UART_Loopback_Top
export VERILOG_FILES = /design/flow/design.v
export SDC_FILE = /design/flow/constraint.sdc
export NUM_CORES = 4
export LEC_CHECK = 1
export CORE_UTILIZATION = 50
```
**/design/flow/design.v**
```verilog
`default_nettype none
module Binary_To_7Segment 
  (
   input       i_Clk,
   input [3:0] i_Binary_Num,
   output      o_Segment_A,
   output      o_Segment_B,
   output      o_Segment_C,
   output      o_Segment_D,
   output      o_Segment_E,
   output      o_Segment_F,
   output      o_Segment_G
   );
  reg [6:0]    r_Hex_Encoding = 7'h00;
  always @(posedge i_Clk)
    begin
      case (i_Binary_Num)
        4'b0000 : r_Hex_Encoding <= 7'h7E;
        4'b0001 : r_Hex_Encoding <= 7'h30;
        4'b0010 : r_Hex_Encoding <= 7'h6D;
        4'b0011 : r_Hex_Encoding <= 7'h79;
        4'b0100 : r_Hex_Encoding <= 7'h33;          
        4'b0101 : r_Hex_Encoding <= 7'h5B;
        4'b0110 : r_Hex_Encoding <= 7'h5F;
        4'b0111 : r_Hex_Encoding <= 7'h70;
        4'b1000 : r_Hex_Encoding <= 7'h7F;
        4'b1001 : r_Hex_Encoding <= 7'h7B;
        4'b1010 : r_Hex_Encoding <= 7'h77;
        4'b1011 : r_Hex_Encoding <= 7'h1F;
        4'b1100 : r_Hex_Encoding <= 7'h4E;
        4'b1101 : r_Hex_Encoding <= 7'h3D;
        4'b1110 : r_Hex_Encoding <= 7'h4F;
        4'b1111 : r_Hex_Encoding <= 7'h47;
      endcase
    end  
  assign o_Segment_A = r_Hex_Encoding[6];
  assign o_Segment_B = r_Hex_Encoding[5];
  assign o_Segment_C = r_Hex_Encoding[4];
  assign o_Segment_D = r_Hex_Encoding[3];
  assign o_Segment_E = r_Hex_Encoding[2];
  assign o_Segment_F = r_Hex_Encoding[1];
  assign o_Segment_G = r_Hex_Encoding[0];
endmodule  
`default_nettype none
module UART_RX
  #(parameter CLKS_PER_BIT = 217)
  (
   input        i_Clock,
   input        i_RX_Serial,
   output       o_RX_DV,
   output [7:0] o_RX_Byte
   );
  parameter IDLE         = 3'b000;
  parameter RX_START_BIT = 3'b001;
  parameter RX_DATA_BITS = 3'b010;
  parameter RX_STOP_BIT  = 3'b011;
  parameter CLEANUP      = 3'b100;
  reg [7:0] r_Clock_Count = 0;
  reg [2:0] r_Bit_Index   = 0;  
  reg [7:0] r_RX_Byte     = 0;
  reg       r_RX_DV       = 0;
  reg [2:0] r_SM_Main     = 0;
  always @(posedge i_Clock)
  begin
    case (r_SM_Main)
      IDLE :
        begin
          r_RX_DV       <= 1'b0;
          r_Clock_Count <= 0;
          r_Bit_Index   <= 0;
          if (i_RX_Serial == 1'b0)           
            r_SM_Main <= RX_START_BIT;
          else
            r_SM_Main <= IDLE;
        end
      RX_START_BIT :
        begin
          if (r_Clock_Count == (CLKS_PER_BIT-1)/2)
          begin
            if (i_RX_Serial == 1'b0)
            begin
              r_Clock_Count <= 0;   
              r_SM_Main     <= RX_DATA_BITS;
            end
            else
              r_SM_Main <= IDLE;
          end
          else
          begin
            r_Clock_Count <= r_Clock_Count + 1;
            r_SM_Main     <= RX_START_BIT;
          end
        end  
      RX_DATA_BITS :
        begin
          if (r_Clock_Count < CLKS_PER_BIT-1)
          begin
            r_Clock_Count <= r_Clock_Count + 1;
            r_SM_Main     <= RX_DATA_BITS;
          end
          else
          begin
            r_Clock_Count          <= 0;
            r_RX_Byte[r_Bit_Index] <= i_RX_Serial;
            if (r_Bit_Index < 7)
            begin
              r_Bit_Index <= r_Bit_Index + 1;
              r_SM_Main   <= RX_DATA_BITS;
            end
            else
            begin
              r_Bit_Index <= 0;
              r_SM_Main   <= RX_STOP_BIT;
            end
          end
        end  
      RX_STOP_BIT :
        begin
          if (r_Clock_Count < CLKS_PER_BIT-1)
          begin
            r_Clock_Count <= r_Clock_Count + 1;
     	    r_SM_Main     <= RX_STOP_BIT;
          end
          else
          begin
       	    r_RX_DV       <= 1'b1;
            r_Clock_Count <= 0;
            r_SM_Main     <= CLEANUP;
          end
        end  
      CLEANUP :
        begin
          r_SM_Main <= IDLE;
          r_RX_DV   <= 1'b0;
        end
      default :
        r_SM_Main <= IDLE;
    endcase
  end    
  assign o_RX_DV   = r_RX_DV;
  assign o_RX_Byte = r_RX_Byte;
endmodule  
`default_nettype none
module UART_TX 
  #(parameter CLKS_PER_BIT = 217)
  (
   input       i_Clock,
   input       i_TX_DV,
   input [7:0] i_TX_Byte, 
   output      o_TX_Active,
   output reg  o_TX_Serial,
   output      o_TX_Done
   );
  parameter IDLE         = 3'b000;
  parameter TX_START_BIT = 3'b001;
  parameter TX_DATA_BITS = 3'b010;
  parameter TX_STOP_BIT  = 3'b011;
  parameter CLEANUP      = 3'b100;
  reg [2:0] r_SM_Main     = 0;
  reg [7:0] r_Clock_Count = 0;
  reg [2:0] r_Bit_Index   = 0;
  reg [7:0] r_TX_Data     = 0;
  reg       r_TX_Done     = 0;
  reg       r_TX_Active   = 0;
  always @(posedge i_Clock)
  begin
    case (r_SM_Main)
      IDLE :
        begin
          o_TX_Serial   <= 1'b1;          
          r_TX_Done     <= 1'b0;
          r_Clock_Count <= 0;
          r_Bit_Index   <= 0;
          if (i_TX_DV == 1'b1)
          begin
            r_TX_Active <= 1'b1;
            r_TX_Data   <= i_TX_Byte;
            r_SM_Main   <= TX_START_BIT;
          end
          else
            r_SM_Main <= IDLE;
        end  
      TX_START_BIT :
        begin
          o_TX_Serial <= 1'b0;
          if (r_Clock_Count < CLKS_PER_BIT-1)
          begin
            r_Clock_Count <= r_Clock_Count + 1;
            r_SM_Main     <= TX_START_BIT;
          end
          else
          begin
            r_Clock_Count <= 0;
            r_SM_Main     <= TX_DATA_BITS;
          end
        end  
      TX_DATA_BITS :
        begin
          o_TX_Serial <= r_TX_Data[r_Bit_Index];
          if (r_Clock_Count < CLKS_PER_BIT-1)
          begin
            r_Clock_Count <= r_Clock_Count + 1;
            r_SM_Main     <= TX_DATA_BITS;
          end
          else
          begin
            r_Clock_Count <= 0;
            if (r_Bit_Index < 7)
            begin
              r_Bit_Index <= r_Bit_Index + 1;
              r_SM_Main   <= TX_DATA_BITS;
            end
            else
            begin
              r_Bit_Index <= 0;
              r_SM_Main   <= TX_STOP_BIT;
            end
          end 
        end  
      TX_STOP_BIT :
        begin
          o_TX_Serial <= 1'b1;
          if (r_Clock_Count < CLKS_PER_BIT-1)
          begin
            r_Clock_Count <= r_Clock_Count + 1;
            r_SM_Main     <= TX_STOP_BIT;
          end
          else
          begin
            r_TX_Done     <= 1'b1;
            r_Clock_Count <= 0;
            r_SM_Main     <= CLEANUP;
            r_TX_Active   <= 1'b0;
          end 
        end  
      CLEANUP :
        begin
          r_TX_Done <= 1'b1;
          r_SM_Main <= IDLE;
        end
      default :
        r_SM_Main <= IDLE;
    endcase
  end
  assign o_TX_Active = r_TX_Active;
  assign o_TX_Done   = r_TX_Done;
endmodule
`default_nettype none
module UART_Loopback_Top
  (input  i_Clk,        
   input  i_UART_RX,    
   output o_UART_TX,    
   output o_Segment1_A,
   output o_Segment1_B,
   output o_Segment1_C,
   output o_Segment1_D,
   output o_Segment1_E,
   output o_Segment1_F,
   output o_Segment1_G,
   output o_Segment2_A,
   output o_Segment2_B,
   output o_Segment2_C,
   output o_Segment2_D,
   output o_Segment2_E,
   output o_Segment2_F,
   output o_Segment2_G   
   ); 
  wire w_RX_DV;
  wire [7:0] w_RX_Byte;
  wire w_TX_Active, w_TX_Serial;
  wire w_Segment1_A, w_Segment2_A;
  wire w_Segment1_B, w_Segment2_B;
  wire w_Segment1_C, w_Segment2_C;
  wire w_Segment1_D, w_Segment2_D;
  wire w_Segment1_E, w_Segment2_E;
  wire w_Segment1_F, w_Segment2_F;
  wire w_Segment1_G, w_Segment2_G;
  UART_RX #(.CLKS_PER_BIT(217)) UART_RX_Inst
  (.i_Clock(i_Clk),
   .i_RX_Serial(i_UART_RX),
   .o_RX_DV(w_RX_DV),
   .o_RX_Byte(w_RX_Byte));
  UART_TX #(.CLKS_PER_BIT(217)) UART_TX_Inst
  (.i_Clock(i_Clk),
   .i_TX_DV(w_RX_DV),       
   .i_TX_Byte(w_RX_Byte),   
   .o_TX_Active(w_TX_Active),
   .o_TX_Serial(w_TX_Serial),
   .o_TX_Done());
  assign o_UART_TX = w_TX_Active ? w_TX_Serial : 1'b1; 
  Binary_To_7Segment SevenSeg1_Inst
  (.i_Clk(i_Clk),
   .i_Binary_Num(w_RX_Byte[7:4]),
   .o_Segment_A(w_Segment1_A),
   .o_Segment_B(w_Segment1_B),
   .o_Segment_C(w_Segment1_C),
   .o_Segment_D(w_Segment1_D),
   .o_Segment_E(w_Segment1_E),
   .o_Segment_F(w_Segment1_F),
   .o_Segment_G(w_Segment1_G));
  assign o_Segment1_A = ~w_Segment1_A;
  assign o_Segment1_B = ~w_Segment1_B;
  assign o_Segment1_C = ~w_Segment1_C;
  assign o_Segment1_D = ~w_Segment1_D;
  assign o_Segment1_E = ~w_Segment1_E;
  assign o_Segment1_F = ~w_Segment1_F;
  assign o_Segment1_G = ~w_Segment1_G;
  Binary_To_7Segment SevenSeg2_Inst
  (.i_Clk(i_Clk),
   .i_Binary_Num(w_RX_Byte[3:0]),
   .o_Segment_A(w_Segment2_A),
   .o_Segment_B(w_Segment2_B),
   .o_Segment_C(w_Segment2_C),
   .o_Segment_D(w_Segment2_D),
   .o_Segment_E(w_Segment2_E),
   .o_Segment_F(w_Segment2_F),
   .o_Segment_G(w_Segment2_G));
  assign o_Segment2_A = ~w_Segment2_A;
  assign o_Segment2_B = ~w_Segment2_B;
  assign o_Segment2_C = ~w_Segment2_C;
  assign o_Segment2_D = ~w_Segment2_D;
  assign o_Segment2_E = ~w_Segment2_E;
  assign o_Segment2_F = ~w_Segment2_F;
  assign o_Segment2_G = ~w_Segment2_G;
endmodule
```
==> qor_table.md <==
| Step | Result | Reported |
|---|---|---|
| clock network | Post-CTS clock slew at the launch and capture registers of the worst setup and hold paths | 0.07 ns |
| worst setup path | R2R cell count | 5 |
| die | FP Rows | 28 |
| global route | Initial antenna violation count | 0 |
| routing | Via Count | 2171 |
| synthesis | Yosys chip area | 0.00324 mm^2 |
| clock network | TritonCTS sink count | 61 |
| clock network | Clock tree root buffer cell | sky130_fd_sc_hd__clkbuf_8 |
| sta | Final Hold Vio Count | 0 |
| clock network | Number of buffers inserted by hold repair at cts | 0 |
| placement | Final GP Congestion | 0.820 |
| run | Max-capacitance violation count | 0 |
| placement | Half-perimeter wire length of the detailed placement result | 3770 um |
| worst setup path | Flop2flop setup slack | 0.23 ns |
| sta | Worst Clk Skew | 0.0105 ns |
| synthesis | Leading post-synthesis cells by cell area | sky130_fd_sc_hd__edfxtp_1, sky130_fd_sc_hd__dfxtp_1, sky130_fd_sc_hd__ha_1 |
| clock network | Number of resized instances in the post-cts repair step | 0 |
| routing | DR vias/cell | 5.30 |
| synthesis | Top cells by instance count after synthesis | sky130_fd_sc_hd__edfxtp_1, sky130_fd_sc_hd__inv_1, sky130_fd_sc_hd__ha_1, sky130_fd_sc_hd__nor2_1, sky130_fd_sc_hd__dfxtp_1 |
| clock network | Number of buffers added by the clock tree synthesis step | 9 |
| status | Run status | finished clean |
| synthesis | Count of flip-flops with a built-in enable after synthesis | 41 |
| synthesis | Cells in synth_stat.txt | 301 |
| worst setup path | Reg-to-reg endpoint | UART_RX_Inst.r_RX_Byte[6] |
| global route | Pin count of the biggest net entering global routing | 16 |
| sta | Transition time of the tightest slew-check pin | 0.678 ns |
| sta | Post-Route Setup TNS | 0 ns |
| clock network | Clock tree from TritonCTS | done |
| synthesis | Synth Area per Inst | 10.8 um^2 |
| synthesis | Ys async rst share | 0% |
| synthesis | Cell type with the largest total area after synthesis | sky130_fd_sc_hd__edfxtp_1 |
| worst setup path | CP Launch Type | flop |
| sta | Maximum clock frequency | 564 MHz |
| sta | Final-report setup violation count | 0 |
| clock network | Buffers inserted during post-CTS setup optimization | 0 |
| synthesis | Total standard cell area after synthesis | 0.00324 mm^2 |
| worst setup path | Capturing element of the worst setup path | UART_RX_Inst.r_RX_Byte[6] |
| clock network | CTS H-tree depth | 3 |
| synthesis | Dominant Register Cell | sky130_fd_sc_hd__edfxtp_1 |
| power and ir drop | Maximum vdd ir drop | 446 uV |
| synthesis | Most repeated cell in the gate-level netlist after synthesis | sky130_fd_sc_hd__edfxtp_1 |
| synthesis | Cell Type Count | 54 |
| routing | Number of inserted diodes | 0 |
| routing | Wirelength per Cell | 13.1 um |
| final layout | Tally of filler cells in the layout | 496 |
| hold path | Hold WC Path Type | flop to flop |
| die | Num ports | 17 |
| die | Die H | 82.5 um |
| global route | First-pass GRT wire length | 9170 um |
| worst setup path | Critical path cell sequence | inv_1, ha_1, xnor2_1, nor4_1, mux2_2 |
| global route | Vias in the first global route | 2027 |
| routing | Iteration count of the initial detailed-routing pass | 4 |
| worst setup path | Required time worst endpoint | 2.08 ns |
| final layout | Share of layout cells above drive strength 1 | 12.2% |
| final layout | Core utilization of the finished layout | 61.3% |
| die | Die boundary width | 82.5 um |
| sta | Setup repair after global routing missed its margin | no |
| placement | # port buffers | 16 |
| worst setup path | Largest fanout on the critical path | 5 |
| global route | Global route overflow | 0 |
| sta | Post-layout period usage | 88.6% |
| worst setup path | Crit Path Class | flop to flop |
| worst setup path | Slowest stage delay, CP | 0.37 ns |
| power and ir drop | Static leakage | 0.00151 uW |
| sta | Final critical delay including setup and external delays | 1.77 ns |
| worst setup path | Data arrival time of the critical path | 1.85 ns |
| routing | DRC violation count after routing | 0 |
| worst setup path | Type of destination of the critical path | flop |
| synthesis | Total number of yosys warnings | 3 |
| sta | Max Slew Vio Count | 0 |
| synthesis | Area share, top type | 38.0% |
| die | Total die size | 0.00681 mm^2 |
| synthesis | Register bit total from synthesis | 61 |
| power and ir drop | Pwr Density | 636 mW/mm^2 |
| worst setup path | Slowest cell on crit path | sky130_fd_sc_hd__mux2_2 |
| synthesis | Number of instances in the synthesized netlist | 301 |
| routing | Remaining antenna violation count | 0 |
| die | Placeable core area | 0.00610 mm^2 |
| clock network | Insertion Delay late pin | 0.34 ns |
| sta | Headroom to the max-slew limit | 54.8% |
| worst setup path | Crit. Startpoint | UART_RX_Inst.r_Bit_Index[0] |
| run | Number of warnings the tools reported | 41 |
| routing | Number of violations reported at the end of detailed-routing iteration 0 | 75 |
| die | Initial standard-cell utilization of the core | 53.2% |
| hold path | Worst hold path depth | 1 |
| clock network | Number of buffers on the longest clock path | 2 |
| routing | Sum of routed wire length over all layers | 5370 um |
| worst setup path | R2R Path Start | UART_RX_Inst.r_Bit_Index[0] |
| synthesis | Portion of the post-synthesis area used by sequential elements | 50.3% |
| final layout | Signed area change from the synthesized netlist to the final layout | 15.2% |
| global route | Global routing usage summed across all routing layers | 18.6% |
layout by cell type (no fill, tap or decap), types with 13 or more instances in the layout:
cell and n:
sky130_fd_sc_hd__edfxtp_1 41, sky130_fd_sc_hd__inv_1 39, sky130_fd_sc_hd__ha_1 22, sky130_fd_sc_hd__nor2_1 21, sky130_fd_sc_hd__dfxtp_1 20, sky130_fd_sc_hd__a21oi_1 16, sky130_fd_sc_hd__clkdlybuf4s50_1 16, sky130_fd_sc_hd__nand2_1 13
sky130_fd_sc_hd__nand3_1 13
flip-flops by register name (all words and copies together) (netlist names), 7 cells and up:
name / flops
UART_TX_Inst.r_TX_Data: 8
SevenSeg2_Inst.r_Hex_Encoding: 7
UART_RX_Inst.r_Clock_Count: 8
UART_TX_Inst.r_Clock_Count: 8
UART_RX_Inst.r_RX_Byte: 8
SevenSeg1_Inst.r_Hex_Encoding: 7
metal layers:
metal  part of all wire, %  wire [um]  GRT usage (%)  vias up
met5                     0          0              0        -
met4                   1.1         61           1.90        0
met3                   3.2        174           4.57        5
met2                    45       2430           29.3       28
met1                    50       2700           28.5      987
li1                      -          -              -     1151
worst max-delay path, delay by kind of cell, from the launching register on:
kind,cells,cell delay (ns)
muxes,1,0.37
DFF,1,0.34
and+or+nand+nor,1,0.31
adders and majority gates,1,0.24
xor gates and xnor gates,1,0.20
buffers and inverters,1,0.06
cell type report:
class / instances / area [um^2] / area share [%]
tap: 75 / 93.8 / 2.51
sequential: 61 / 1630 / 43.7
clock buffer: 15 / 188 / 5.02
timing repair buffer: 27 / 243 / 6.50
inverter: 39 / 146 / 3.92
multi-input combinational: 192 / 1430 / 38.2
clock inverter: 1 / 5.00 / 0.134
stage by stage:
| step | hold slack (ns) | cells | worst slack [ns] | total power, uW | area (um^2) |
|---|---|---|---|---|---|
| global placement | 0.488 | 394 | 0.288 | 1360 | 3540 |
| detailed placement | 0.492 | 394 | 0.264 | 1360 | 3540 |
| global route | 0.538 | 410 | 0.0758 | 2470 | 3740 |
| finish | 0.517 | 410 | 0.228 | 2380 | 3740 |
| CTS | 0.511 | 410 | 0.231 | 2410 | 3740 |
| floorplan | 0.424 | 301 | 0.0776 | 1360 | 3240 |
kinds of logic after synthesis:
| kind of cell | Yosys count | share of synthesized area [%] |
|---|---|---|
| AOI/OAI and AO/OA | 64 | 14.0 |
| muxes | 12 | 5.05 |
| DFF | 61 | 50.3 |
| buffers and inverters | 48 | 5.63 |
| xor gates and xnor gates | 9 | 2.43 |
| adders and majority gates | 22 | 8.49 |
| and+or+nand+nor | 85 | 14.1 |
power by group:
part	internal [uW]	total (uW)	switching [uW]	leakage, uW
Clock	593	1040	449	0.0000989
Combinational	3.97	6.84	2.87	0.000819
Sequential	1330	1330	0	0.000588
Total	1930	2380	452	0.00151
worst min-delay path by stage:
stage,startpoint,to,slack (ns)
6_report,UART_TX_Inst.r_SM_Main[2],UART_TX_Inst.r_SM_Main[1],0.52
5_1_grt,UART_TX_Inst.r_SM_Main[2],UART_TX_Inst.r_SM_Main[1],0.54
4_1_cts,UART_TX_Inst.r_SM_Main[2],UART_TX_Inst.r_SM_Main[1],0.51
Power figures rest on the tool's default switching activity, not on a simulated workload.
