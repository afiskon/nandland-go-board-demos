File: flow/config.mk
export PLATFORM = sky130hd
export DESIGN_NAME = top
export DESIGN_NICKNAME = top
export VERILOG_FILES = /design/flow/design.v
export SDC_FILE = /design/flow/constraint.sdc
export NUM_CORES = 4
export LEC_CHECK = 1
export CORE_AREA = 10 10 90 90
export DIE_AREA = 0 0 100 100
File: flow/constraint.sdc
current_design top

set clk_period 3.1
set clk_io_pct 0.2

create_clock -name clk0 -period $clk_period [get_ports {clkin}]

set non_clock_inputs [all_inputs -no_clocks]
set_input_delay [expr $clk_period * $clk_io_pct] -clock clk0 $non_clock_inputs
set_output_delay [expr $clk_period * $clk_io_pct] -clock clk0 [all_outputs]
File: flow/design.v
`default_nettype none
module prescaler(input logic in_clk, output logic out_clk);
    parameter counter_max = 25000000;
    parameter counter_bits = 25;
    logic [counter_bits-1:0] devider;
    always_ff @(posedge in_clk)
    begin
        if(devider == counter_max)
        begin
            devider <= 0;
            out_clk <= 1;
        end
        else
        begin
            devider <= devider + 1;
            out_clk <= 0;
        end
    end
endmodule  
module top(
    input logic clkin,  
    output logic [0:3] led,
    );
logic clk1hz;
logic [0:3] ctr = 4'b0000;
assign led[0] = ctr[0];
assign led[1] = ctr[1];
assign led[2] = ctr[2];
assign led[3] = ctr[3];
prescaler #(.counter_max(25000000), .counter_bits(25))
    clk1hz_ps(
        .in_clk(clkin),
        .out_clk(clk1hz));
always_ff @(posedge clk1hz)
begin
    if(ctr == 4'b1111)
    begin
        ctr <= 4'b0000;
    end
    else
    begin
        ctr <= ctr + 1;
    end
end
endmodule
File: flow/run.sh
#!/bin/bash
# OpenROAD 26Q1-2900-gdf79404cd8, Yosys 0.63+post, stock flow scripts
make -C /OpenROAD-flow-scripts/flow DESIGN_CONFIG=/design/flow/config.mk WORK_HOME=/design/flow/orfs finish
==> CHANGELOG.md <==
### Metrics

* Max Cap Viol at 0
* Max Buffers Root-to-Sink at 2
* Placed cell areas at 0.00143 mm^2
* Cell type with the largest total area: dfxtp_1
* Placed Cells at 216
* Row Count at 29
* Pre-Place Util at roughly a fifth
* R2R Path End: clk1hz_ps.devider[24]
* N_diodes at 0
* Yosys chip area at 0.00131 mm^2
* Final hold violations at 0
* Vias in the first global route at a little under 900
* Top cells, area: dfxtp_1 (46%), xnor2_1 (8.7%), nor2_1 (4.3%)
* Endpoint, Worst Hold: clk1hz_ps.devider[22]
* Dominant logic cell types in the final layout: dfxtp_1 (30), nor2_1 (15), xnor2_1 (13)
* Switching Fraction at 18.4%
* Die X at 100 um
* Layout cells sized above 1 at 7.69%
* Post-CTS Setup Bufs at 0
* Global-route wire length before repair at a little over 4000 um
* Max Slew Vio Count at 0
* Endpoints left unconstrained at 8
* Post-synth EDFFs at 0
* Period utilisation layout at a little under two thirds
* Least-Margin Pin Slew at 575 ps
* Core footprint at about 0.0063 mm^2
* Detail Route Antenna Nets at 0
* Combinational Power Share at 0%
* CTS tree: done
* Net load switching power at 101 uW
* Tool Warnings at 26
* Hold depth at 2
* CTS resizes at 0
* Top cell excl fill/tap: dfxtp_1
* Minimum clock period at 1960 ps
* DRC viols at 0
* Htree depth at 1
* Die Y at approximately 100 um
* Asr flop ratio synth at 0%
* Gr ovfl total at 0
* Fin Clk Skew at 2.47 ps
* Seq share, synth at 45.9%
* Register pins left without a clock at 4
* Cell Chain, Critical Path: nand4_2 -> or4_4 -> or3_1 -> a21oi_1
* Pint at 447 uW
* Area growth syn-to-layout at 13.6%
* Drt total wl at 2220 um
* Final GP Congestion at 0.809
* DIE AREA at 0.0100 mm^2
* RSZ-0062 raised after global routing: no
* DR vias/cell at 4.26
* Hold Crit Start: clk1hz_ps.devider[22]
* Post-Syn Instances at between 100 and 150
* Ys flop type: dfxtp_1
* Worst Path Arrival at approximately 2200 ps
* Place WS at 1180 ps
* Crit path setup slack, layout at ~1100 ps
* Setup TNS Final at 0 ps
* Largest net degree at the start of global routing at 17
* Area share, top type at 45.9%
* M2 GR Usage at about 6.5%
* Max stage delay on crit path at 630 ps
* VDD IR max at 0.388 mV
* Crit-path max FO at 12
* Hpwl dp at ~1600 um
* Wire length per cell at between 10 and 15 um
* Worst path top cell family by delay: simple AND/OR/NAND/NOR gates
* Leak at 0.000482 uW
* Synth Area per Inst at 9.47 um^2
* Post-Layout Cell Count at 220
* CTS Buf Count at 3
* Slowest CP cell: or4_4
* Final setup viols at 0
* Critical path data required time at about 3300 ps
* Seq pwr share at roughly three fifths
* Max frequency at 0.509 GHz
* Drt first pass iters at 4
* Post-route cell area at 0.00149 mm^2
* WP buf/inv at 0
* Cells on worst reg2reg path at 4
* Clock-pin transition on the worst setup and hold timing paths at 80 ps
* I/O Buffers at 4
* Critical R2R Launch: clk1hz_ps.devider[5]
* Most used routing layer: met1
* Outcome: finished clean
* # Cells Yosys at 138
* CTS root buf: clkbuf_8
* Hold Buf Count CTS at 0
* Post-synthesis cell area at 0.00131 mm^2
* CP Launch Type: flop
* Cell Type Count at 30
* Ports at 5
* Critical path class: flop to flop
* Clock power share at 39.1%
* Hold crit path type: flop to flop
* Met3 GRT Util at 1.39%
* Via count at 937
* Clk latency late pin at between 200 and 300 ps
* Power per cell area at roughly 370 mW/mm^2
* Max transition margin at 61.3%
* Flop2flop setup slack at 1140 ps
* Initial antenna violation count at 0
* Met1 Usage GRT at under 10%
* Ys Warns at 2
* #FFs+latches synth at 30
* CP endpoint kind: flop
* All-Layer GR Usage at under 10%
* DRT iter0 DRCs at 45
## metrics by stage
| step | total power (uW) | utilization [%] | hold slack (ps) |
|---|---|---|---|
| after floorplan | 341 | - | 441 |
| after global placement | 341 | 22.8 | 465 |
| after detailed placement | 341 | 22.8 | 475 |
| after CTS | 555 | 23.7 | 487 |
| after global routing | 570 | 23.7 | 518 |
| final | 548 | 23.7 | 485 |
## worst max-delay path by stage
stage                   startpoint               endpoint  slack (ps)  cells past startpoint
CTS           clk1hz_ps.devider[5]  clk1hz_ps.devider[24]        1150                      4
global route  clk1hz_ps.devider[5]  clk1hz_ps.devider[24]         990                      4
finish        clk1hz_ps.devider[5]  clk1hz_ps.devider[24]        1140                      4
## power groups by stage
stage                 logic (uW)  clock network, uW  registers [uW]
after CTS               0.000212                221             334
after global routing    0.000212                236             334
final                   0.000212                214             334
## state kept, by name, indices dropped and copies added, names as in the netlist
name and count:
ctr 4, clk1hz_ps.out_clk 1, clk1hz_ps.devider 25
## synthesized netlist by cell type (2+ instances only)
library cell / count
a31oi_1: 3
dfxtp_1: 30
or3b_2: 2
and3_1: 3
a21oi_1: 5
mux2i_1: 2
buf_2: 2
nand4_1: 4
nor2_1: 15
and4_1: 5
xnor2_1: 13
o21ai_0: 4
nand4_2: 2
nor4_1: 6
xor2_1: 5
ha_1: 3
inv_1: 6
nand2_1: 7
nand3_1: 6
nor3_1: 5
## tightest hold or removal path: cells and delay by family (launching register included)
family | cells | cell delay [ps]
flops | 1 | 330
compound gates | 2 | 120
## routing by layer
| layer | vias to the layer above | routed length [um] |
|---|---|---|
| li1 | 504 | - |
| met1 | 422 | 1240 |
| met2 | 11 | 857 |
| met3 | 0 | 126 |
| met4 | 0 | 0 |
| met5 | - | 0 |
## cell type report
cell class                      instances  area, um^2
Multi-Input combinational cell         99         671
Timing Repair Buffer                    4        40.0
Clock buffer                            4        55.1
Inverter                                6        22.5
Sequential cell                        30         601
Tap cell                               77        96.3
Fill cell                             663        4790
## kinds of logic (layout without fill, tap and decap cells)
family / count (synthesis) / in the layout / share of synthesized area (%)
mux: 2 / 2 / 1.53
flops: 30 / 30 / 45.9
simple gates: 62 / 62 / 28.5
xor+xnor: 18 / 18 / 12.1
compound gates: 14 / 14 / 6.32
fa+ha+maj: 3 / 3 / 2.87
buf+inv: 9 / 14 / 2.77
No activity file was given, so power comes from the tool's default toggle rates.
